File: ./run.sh
#!/bin/bash
# OpenROAD 26Q1-2900-gdf79404cd8, Yosys 0.63+post, stock flow scripts
make -C /OpenROAD-flow-scripts/flow DESIGN_CONFIG=/design/flow/config.mk WORK_HOME=/design/flow/orfs finish
File: ./config.mk
export PLATFORM = sky130hd
export DESIGN_NAME = CoeffTokenROM02
export DESIGN_NICKNAME = CoeffTokenROM02
export VERILOG_FILES = /design/flow/design.v
export SDC_FILE = /design/flow/constraint.sdc
export NUM_CORES = 4
export LEC_CHECK = 1
export CORE_UTILIZATION = 30
File: ./constraint.sdc
current_design CoeffTokenROM02

set clk_period 4.2
set clk_io_pct 0.2

create_clock -name clk0 -period $clk_period

set non_clock_inputs [all_inputs -no_clocks]
set_input_delay [expr $clk_period * $clk_io_pct] -clock clk0 $non_clock_inputs
set_output_delay [expr $clk_period * $clk_io_pct] -clock clk0 [all_outputs]
File: ./design.v
module CoeffTokenROM02 (input [15:0] Address, output reg [4:0] TotalCoeff, output reg [1:0] TrailingOnes, output reg [4:0] NumShift);
always @* begin
if (Address[15:15]==1'b1) begin
  TotalCoeff = 5'd0;
  TrailingOnes = 2'd0;
  NumShift = 5'd1;
end
else if (Address[15:10]==6'b000101) begin
  TotalCoeff = 5'd1;
  TrailingOnes = 2'd0;
  NumShift = 5'd6;
end
else if (Address[15:14]==2'b01) begin
  TotalCoeff = 5'd1;
  TrailingOnes = 2'd1;
  NumShift = 5'd2;
end
else if (Address[15:8]==8'b00000111) begin
  TotalCoeff = 5'd2;
  TrailingOnes = 2'd0;
  NumShift = 5'd8;
end
else if (Address[15:10]==6'b000100) begin
  TotalCoeff = 5'd2;
  TrailingOnes = 2'd1;
  NumShift = 5'd6;
end
else if (Address[15:13]==3'b001) begin
  TotalCoeff = 5'd2;
  TrailingOnes = 2'd2;
  NumShift = 5'd3;
end
else if (Address[15:7]==9'b000000111) begin
  TotalCoeff = 5'd3;
  TrailingOnes = 2'd0;
  NumShift = 5'd9;
end
else if (Address[15:8]==8'b00000110) begin
  TotalCoeff = 5'd3;
  TrailingOnes = 2'd1;
  NumShift = 5'd8;
end
else if (Address[15:9]==7'b0000101) begin
  TotalCoeff = 5'd3;
  TrailingOnes = 2'd2;
  NumShift = 5'd7;
end
else if (Address[15:11]==5'b00011) begin
  TotalCoeff = 5'd3;
  TrailingOnes = 2'd3;
  NumShift = 5'd5;
end
else if (Address[15:6]==10'b0000000111) begin
  TotalCoeff = 5'd4;
  TrailingOnes = 2'd0;
  NumShift = 5'd10;
end
else if (Address[15:7]==9'b000000110) begin
  TotalCoeff = 5'd4;
  TrailingOnes = 2'd1;
  NumShift = 5'd9;
end
else if (Address[15:8]==8'b00000101) begin
  TotalCoeff = 5'd4;
  TrailingOnes = 2'd2;
  NumShift = 5'd8;
end
else if (Address[15:10]==6'b000011) begin
  TotalCoeff = 5'd4;
  TrailingOnes = 2'd3;
  NumShift = 5'd6;
end
else if (Address[15:5]==11'b00000000111) begin
  TotalCoeff = 5'd5;
  TrailingOnes = 2'd0;
  NumShift = 5'd11;
end
else if (Address[15:6]==10'b0000000110) begin
  TotalCoeff = 5'd5;
  TrailingOnes = 2'd1;
  NumShift = 5'd10;
end
else if (Address[15:7]==9'b000000101) begin
  TotalCoeff = 5'd5;
  TrailingOnes = 2'd2;
  NumShift = 5'd9;
end
else if (Address[15:9]==7'b0000100) begin
  TotalCoeff = 5'd5;
  TrailingOnes = 2'd3;
  NumShift = 5'd7;
end
else if (Address[15:3]==13'b0000000001111) begin
  TotalCoeff = 5'd6;
  TrailingOnes = 2'd0;
  NumShift = 5'd13;
end
else if (Address[15:5]==11'b00000000110) begin
  TotalCoeff = 5'd6;
  TrailingOnes = 2'd1;
  NumShift = 5'd11;
end
else if (Address[15:6]==10'b0000000101) begin
  TotalCoeff = 5'd6;
  TrailingOnes = 2'd2;
  NumShift = 5'd10;
end
else if (Address[15:8]==8'b00000100) begin
  TotalCoeff = 5'd6;
  TrailingOnes = 2'd3;
  NumShift = 5'd8;
end
else if (Address[15:3]==13'b0000000001011) begin
  TotalCoeff = 5'd7;
  TrailingOnes = 2'd0;
  NumShift = 5'd13;
end
else if (Address[15:3]==13'b0000000001110) begin
  TotalCoeff = 5'd7;
  TrailingOnes = 2'd1;
  NumShift = 5'd13;
end
else if (Address[15:5]==11'b00000000101) begin
  TotalCoeff = 5'd7;
  TrailingOnes = 2'd2;
  NumShift = 5'd11;
end
else if (Address[15:7]==9'b000000100) begin
  TotalCoeff = 5'd7;
  TrailingOnes = 2'd3;
  NumShift = 5'd9;
end
else if (Address[15:3]==13'b0000000001000) begin
  TotalCoeff = 5'd8;
  TrailingOnes = 2'd0;
  NumShift = 5'd13;
end
else if (Address[15:3]==13'b0000000001010) begin
  TotalCoeff = 5'd8;
  TrailingOnes = 2'd1;
  NumShift = 5'd13;
end
else if (Address[15:3]==13'b0000000001101) begin
  TotalCoeff = 5'd8;
  TrailingOnes = 2'd2;
  NumShift = 5'd13;
end
else if (Address[15:6]==10'b0000000100) begin
  TotalCoeff = 5'd8;
  TrailingOnes = 2'd3;
  NumShift = 5'd10;
end
else if (Address[15:2]==14'b00000000001111) begin
  TotalCoeff = 5'd9;
  TrailingOnes = 2'd0;
  NumShift = 5'd14;
end
else if (Address[15:2]==14'b00000000001110) begin
  TotalCoeff = 5'd9;
  TrailingOnes = 2'd1;
  NumShift = 5'd14;
end
else if (Address[15:3]==13'b0000000001001) begin
  TotalCoeff = 5'd9;
  TrailingOnes = 2'd2;
  NumShift = 5'd13;
end
else if (Address[15:5]==11'b00000000100) begin
  TotalCoeff = 5'd9;
  TrailingOnes = 2'd3;
  NumShift = 5'd11;
end
else if (Address[15:2]==14'b00000000001011) begin
  TotalCoeff = 5'd10;
  TrailingOnes = 2'd0;
  NumShift = 5'd14;
end
else if (Address[15:2]==14'b00000000001010) begin
  TotalCoeff = 5'd10;
  TrailingOnes = 2'd1;
  NumShift = 5'd14;
end
else if (Address[15:2]==14'b00000000001101) begin
  TotalCoeff = 5'd10;
  TrailingOnes = 2'd2;
  NumShift = 5'd14;
end
else if (Address[15:3]==13'b0000000001100) begin
  TotalCoeff = 5'd10;
  TrailingOnes = 2'd3;
  NumShift = 5'd13;
end
else if (Address[15:1]==15'b000000000001111) begin
  TotalCoeff = 5'd11;
  TrailingOnes = 2'd0;
  NumShift = 5'd15;
end
else if (Address[15:1]==15'b000000000001110) begin
  TotalCoeff = 5'd11;
  TrailingOnes = 2'd1;
  NumShift = 5'd15;
end
else if (Address[15:2]==14'b00000000001001) begin
  TotalCoeff = 5'd11;
  TrailingOnes = 2'd2;
  NumShift = 5'd14;
end
else if (Address[15:2]==14'b00000000001100) begin
  TotalCoeff = 5'd11;
  TrailingOnes = 2'd3;
  NumShift = 5'd14;
end
else if (Address[15:1]==15'b000000000001011) begin
  TotalCoeff = 5'd12;
  TrailingOnes = 2'd0;
  NumShift = 5'd15;
end
else if (Address[15:1]==15'b000000000001010) begin
  TotalCoeff = 5'd12;
  TrailingOnes = 2'd1;
  NumShift = 5'd15;
end
else if (Address[15:1]==15'b000000000001101) begin
  TotalCoeff = 5'd12;
  TrailingOnes = 2'd2;
  NumShift = 5'd15;
end
else if (Address[15:2]==14'b00000000001000) begin
  TotalCoeff = 5'd12;
  TrailingOnes = 2'd3;
  NumShift = 5'd14;
end
else if (Address[15:0]==16'b0000000000001111) begin
  TotalCoeff = 5'd13;
  TrailingOnes = 2'd0;
  NumShift = 5'd16;
end
else if (Address[15:1]==15'b000000000000001) begin
  TotalCoeff = 5'd13;
  TrailingOnes = 2'd1;
  NumShift = 5'd15;
end
else if (Address[15:1]==15'b000000000001001) begin
  TotalCoeff = 5'd13;
  TrailingOnes = 2'd2;
  NumShift = 5'd15;
end
else if (Address[15:1]==15'b000000000001100) begin
  TotalCoeff = 5'd13;
  TrailingOnes = 2'd3;
  NumShift = 5'd15;
end
else if (Address[15:0]==16'b0000000000001011) begin
  TotalCoeff = 5'd14;
  TrailingOnes = 2'd0;
  NumShift = 5'd16;
end
else if (Address[15:0]==16'b0000000000001110) begin
  TotalCoeff = 5'd14;
  TrailingOnes = 2'd1;
  NumShift = 5'd16;
end
else if (Address[15:0]==16'b0000000000001101) begin
  TotalCoeff = 5'd14;
  TrailingOnes = 2'd2;
  NumShift = 5'd16;
end
else if (Address[15:1]==15'b000000000001000) begin
  TotalCoeff = 5'd14;
  TrailingOnes = 2'd3;
  NumShift = 5'd15;
end
else if (Address[15:0]==16'b0000000000000111) begin
  TotalCoeff = 5'd15;
  TrailingOnes = 2'd0;
  NumShift = 5'd16;
end
else if (Address[15:0]==16'b0000000000001010) begin
  TotalCoeff = 5'd15;
  TrailingOnes = 2'd1;
  NumShift = 5'd16;
end
else if (Address[15:0]==16'b0000000000001001) begin
  TotalCoeff = 5'd15;
  TrailingOnes = 2'd2;
  NumShift = 5'd16;
end
else if (Address[15:0]==16'b0000000000001100) begin
  TotalCoeff = 5'd15;
  TrailingOnes = 2'd3;
  NumShift = 5'd16;
end
else if (Address[15:0]==16'b0000000000000100) begin
  TotalCoeff = 5'd16;
  TrailingOnes = 2'd0;
  NumShift = 5'd16;
end
else if (Address[15:0]==16'b0000000000000110) begin
  TotalCoeff = 5'd16;
  TrailingOnes = 2'd1;
  NumShift = 5'd16;
end
else if (Address[15:0]==16'b0000000000000101) begin
  TotalCoeff = 5'd16;
  TrailingOnes = 2'd2;
  NumShift = 5'd16;
end
else if (Address[15:0]==16'b0000000000001000) begin
  TotalCoeff = 5'd16;
  TrailingOnes = 2'd3;
  NumShift = 5'd16;
end
else begin
  TotalCoeff=5'bx;
  TrailingOnes=2'bx;
  NumShift=5'bx;
end
end
endmodule
==> results.txt <==
fresh numbers from the pnr run: Final Power=200.3 µW, # fillers=roughly 510, Synth-to-Final Area Change=54.32%, grt total ovfl=0, Chip Area, Yosys=approximately 0.0016 mm², post-DR vias/cell=5.777, diode count=0, critical path class=in -> out, FMAX=around 240 MHz, hold endpoint=TotalCoeff[4], critical path fanouts, max=7, P per Cell Area=80.04 mW/mm², Tcrit/Tclk final=97.41%, total global-route track usage=22.60%, syn avg cell area=6.334 µm², detailed-route DRC error count=0, die area=approximately 0.0057 mm², max-slew violation count=0, yosys cell count=256, pre-CTS WS=-0.08560 ns, status=complete, no violations, Detail Route Antenna Nets=0, iteration tally of the first detailed-router pass=5, Flop area=0 µm², Synth Instances=256, Setup violations, final=0, max_slew headroom=60.89%, HP Class=in -> out, # Max-Cap Violations=0, hold_buf cts=0, Max VDD drop=0.04726 mV, drt initial violations=159, Die W=75.52 µm, startpoint types=input port, Port Buffers=28, Die Y=about 76 µm, DR vias=2276, worst hold stages=7, placed cell count=387, Req. time, crit path=~3.4 ns, Starting Density=31.35%, post-layout minimum cycle time=4.091 ns, largest net degree at the start of global routing=20, placement row count=26, hold path start=Address[12], first-pass GRT wire length=~9700 µm, Wirelength per Cell=between 15 and 20 µm, antenna violations before repair=0, Seq share, synth=0%, final hold violations=0, Worst EP arrival=3.25 ns, tool warnings=32, LEAKAGE=0.001063 µW, io pins=28, Worst Tran Pin Value=slightly below 0.6 ns, cell area after synthesis=0.001622 mm², layout cells sized above 1=30.25%, Warnings, synthesis=1, Unique masters post-synth=66, Post-Route WL=roughly 6400 µm, Crit. End Element=output pin, worst setup margin=approximately 0.11 ns, Core ar.=0.005172 mm², seq_cells=0, Non-Filler Instances=about 390, vias in the first global route=~1900, DP HPWL=between 4000 and 5000 µm, clock buf count=0, gp weighted congestion=1.002, unrepaired setup endpoints after global routing=no
## synthesized netlist by cell type (all sizes together), types with 8 or more instances
library cell | instances | area [µm²]
buf | 22 | 125.1
nand2 | 20 | 75.07
o21ai | 16 | 80.08
a21oi | 15 | 75.07
nor2 | 15 | 58.81
nand3 | 12 | 65.06
nor2b | 12 | 75.07
nor4 | 12 | 115.1
clkbuf | 11 | 42.54
nand2b | 9 | 56.30
nand4 | 9 | 56.30
a31oi | 8 | 50.05
## cell type report
cell class                      count  area [µm²]  share of cell area [%]
Inverter                            4       15.01                  0.6000
Multi-Input combinational cell    219        1525                   60.95
Tap cell                           70       87.58                   3.500
Timing Repair Buffer              101       874.6                   34.95
## placed cells by master, fill, tap and decap left out, types with 3 or more instances in the layout
cell type         n
o21a_1            4
or4_4             3
nor2b_1          12
buf_4            65
nor4_4            4
and3b_1           3
xor2_1            3
mux2i_1           3
nand2_1          20
inv_1             4
nor2_2            3
nor3_1            7
o21ai_0          15
or2_2             3
a311o_1           3
nand2b_1          9
a31oi_1           8
nor4_1            4
o31ai_1           3
nor4_2            4
nor2_1           12
a21oi_1          14
buf_6             7
nand3_1          11
nor3b_1           7
clkdlybuf4s50_1  16
and3_1            5
nand4_1           9
dlymetal6s2s_1   10
## worst max-delay path by stage
stage	slack (ns)	depth (start not counted)	start	to
after CTS	0.004	10	Address[9]	TrailingOnes[0]
after global routing	0.0006	10	Address[14]	TrailingOnes[1]
final	0.11	7	Address[14]	TrailingOnes[1]
## stage by stage
| step | hold slack (ns) | utilization [%] | cell area (µm²) | TNS, ns |
|---|---|---|---|---|
| after floorplan | 1.884 | - | 1622 | 0 |
| after global placement | 2.968 | 44.80 | 2317 | -0.5979 |
| after detailed placement | 2.983 | 44.80 | 2317 | -0.3187 |
| after CTS | 2.928 | 46.15 | 2387 | 0 |
| after global routing | 2.524 | 48.38 | 2502 | 0 |
| final | 2.486 | 48.38 | 2502 | 0 |
## routing by layer
metal	vias up	track usage, %	share of wire, %
li1	1119	-	-
met5	-	0	0
met3	8	0.6702	4.8
met4	0	3.704	1.8
met2	98	33.53	43
met1	1051	36.76	51
## worst max-delay path, cell delays in order
cell and delay, ns:
clkdlybuf4s50_1 0.44, buf_4 0.19, nor4_4 0.31, nand4_1 0.28
or4b_1 0.56, and4b_1 0.23, clkdlybuf4s50_1 0.40
## report_power, final
part / leakage, µW / switching, µW / internal [µW] / total [µW]
logic: 0.00106 / 102 / 98.5 / 200
clock network: 0 / 0 / 0 / 0
registers: 0 / 0 / 0 / 0
## logic make-up after synthesis
group / synth area share, %
muxes: 1.852
AOI/OAI and AO/OA: 31.71
and+or+nand+nor: 52.47
xor gates and xnor gates: 2.701
buffers and inverters: 11.27
## timing repair
action / 4_1_cts / 5_1_grt
gates resized: 11 / 25
endpoints found under the setup margin: 11 / 11
buffers inserted: 3 / 3
pin swaps: 2 / 11
gates cloned: 0 / 1
Power figures rest on the tool's default switching activity, not on a simulated workload.
